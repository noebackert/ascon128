[flow/config.mk]
export PLATFORM = sky130hd
export DESIGN_NAME = permutation_step2
export DESIGN_NICKNAME = permutation_step2
export VERILOG_FILES = /design/flow/design.v
export SDC_FILE = /design/flow/constraint.sdc
export NUM_CORES = 4
export LEC_CHECK = 1
export CORE_UTILIZATION = 30
export SYNTH_HDL_FRONTEND = slang
export SYNTH_MEMORY_MAX_BITS = 65536
[flow/constraint.sdc]
current_design permutation_step2

set clk_period 4.6
set clk_io_pct 0.2

create_clock -name clk0 -period $clk_period [get_ports {clock_i}]

set non_clock_inputs [all_inputs -no_clocks]
set_input_delay [expr $clk_period * $clk_io_pct] -clock clk0 $non_clock_inputs
set_output_delay [expr $clk_period * $clk_io_pct] -clock clk0 [all_outputs]
[flow/design.v]
package ascon_pack;
	typedef logic[0:4][63:0] type_state;  
	localparam logic [7:0] round_constant [0:11] = {8'hF0, 8'hE1, 8'hD2, 8'hC3, 8'hB4, 8'hA5, 8'h96, 8'h87, 8'h78, 8'h69, 8'h5A, 8'h4B};
endpackage : ascon_pack
`timescale 1ns/1ps
import ascon_pack::*;
module dff (
input logic clock_i , resetb_i, enable_i ,
input type_state d_i,
output type_state q_o
);
always_ff @( posedge clock_i or negedge resetb_i )
begin :seq_0
if ( resetb_i == 0)
    q_o <= 0;
else if (enable_i == 1)
    q_o <= d_i ;
end : seq_0
endmodule : dff
`timescale 1ns/1ps
import ascon_pack::*;
module mux(
	input type_state mux_perm_in, mux_perm_out,
	input logic selection_i,
	output type_state mux_o
);
assign mux_o = (selection_i) ? mux_perm_out : mux_perm_in;
endmodule
`timescale 1ns/1ps
import ascon_pack::*;
module p(
    	input type_state pin_i, 
		input logic[3:0] roundp_i,
    	output type_state pout_o
);
type_state pcout, psout;
pc pc1(
	.pcin_i(pin_i),
	.round_i(roundp_i),
	.pcout_o(pcout)
);
ps ps1(
	.psin_i(pcout),
	.psout_o(psout)
);
pl pl1(
	.plin_i(psout),
	.plout_o(pout_o)
);
endmodule : p
`timescale 1ns/1ps
import ascon_pack::*;
module pc(
	input type_state pcin_i, 
	input logic[3:0] round_i,
	output type_state pcout_o
);
assign pcout_o[0] = pcin_i[0];
assign pcout_o[1] = pcin_i[1];
assign pcout_o[3] = pcin_i[3];
assign pcout_o[4] = pcin_i[4];
assign pcout_o[2][63:0] = pcin_i[2]^{56'b0,round_constant[round_i]};
endmodule : pc
`timescale 1ns/1ps
import ascon_pack::*;
module permutation_step2 (
	input type_state permutation_i, 
	input logic[63:0] data_i,
	input logic[127:0] key_i,
	input logic selectionp_i, clock_i, resetb_i, enable_i, bypass_i, mode_int_ext_i,
	input logic[3:0] round_i,
	output type_state permutation_o
);
type_state mux_o, p_o, xor_o;
mux m(
	.mux_perm_in(permutation_i),
	.mux_perm_out(permutation_o),
	.selection_i(selectionp_i),
	.mux_o(mux_o)
);
xor_begin XOR (
	.state_i(mux_o),
	.data_i(data_i),
	.key_i(key_i),
	.bypass_i(bypass_i),
	.mode_int_ext_i(mode_int_ext_i),
	.state_o(xor_o)
);
p perm(
	.pin_i(xor_o),
	.roundp_i(round_i),
	.pout_o(p_o)
);
dff d(
	.clock_i(clock_i),
	.resetb_i(resetb_i),
	.enable_i(enable_i),
	.d_i(p_o),
	.q_o(permutation_o)
);
endmodule
`timescale 1ns/1ps
import ascon_pack::*;
module pl(
    input type_state plin_i, 
    output type_state plout_o
);
type_state inter1, inter2;
rotation #(.N(19)) rot_mod0 (
    .rot_i(plin_i[0]),
    .rot_o(inter1[0])
);
rotation #(.N(28)) rot_mod0_2 (
    .rot_i(plin_i[0]),
    .rot_o(inter2[0])
);
rotation #(.N(61)) rot_mod1 (
    .rot_i(plin_i[1]),
    .rot_o(inter1[1])
);
rotation #(.N(39)) rot_mod1_2 (
    .rot_i(plin_i[1]),
    .rot_o(inter2[1])
);
rotation #(.N(1)) rot_mod2 (
    .rot_i(plin_i[2]),
    .rot_o(inter1[2])
);
rotation #(.N(6)) rot_mod2_2 (
    .rot_i(plin_i[2]),
    .rot_o(inter2[2])
);
rotation #(.N(10)) rot_mod3 (
    .rot_i(plin_i[3]),
    .rot_o(inter1[3])
);
rotation #(.N(17)) rot_mod3_2 (
    .rot_i(plin_i[3]),
    .rot_o(inter2[3])
);
rotation #(.N(7)) rot_mod4(
    .rot_i(plin_i[4]),
    .rot_o(inter1[4])
);
rotation #(.N(41)) rot_mod4_2 (
    .rot_i(plin_i[4]),
    .rot_o(inter2[4])
);
genvar i;
generate
	for (i = 0; i < 5 ; i++) begin : label1
	    assign plout_o[i] = plin_i[i] ^ inter1[i] ^ inter2[i];
end
endgenerate
endmodule : pl
`timescale 1ns/1ps
import ascon_pack::*;
module ps(
	input type_state psin_i, 
	output type_state psout_o
);
genvar i;
generate
	for (i=0 ; i < 64 ; i++)
		begin: label1
			sbox s(
			.in_i({psin_i[0][i],psin_i[1][i],psin_i[2][i],psin_i[3][i],psin_i[4][i]}),
			.out_o({psout_o[0][i],psout_o[1][i],psout_o[2][i],psout_o[3][i],psout_o[4][i]})
			);
		end
endgenerate
endmodule : ps
`timescale 1ns/1ps
module rotation #(parameter N = 1) (
	input logic[63:0] rot_i, 
	output logic[63:0] rot_o
);
always @(rot_i)
	begin
		rot_o = {rot_i[N-1:0], rot_i[63:N]};
	end
endmodule : rotation
`timescale 1ns/1ps
import ascon_pack::*;
module sbox (
  input logic [4:0] in_i,
  output logic [4:0] out_o
);
always @(in_i)
begin : ps_behav
	case(in_i)
		5'h00: out_o = 5'h04; 
		5'h01: out_o = 5'h0B;
		5'h02: out_o = 5'h1F;
		5'h03: out_o = 5'h14;
		5'h04: out_o = 5'h1A;
		5'h05: out_o = 5'h15;
		5'h06: out_o = 5'h09;
		5'h07: out_o = 5'h02;
		5'h08: out_o = 5'h1B;
		5'h09: out_o = 5'h05;
		5'h0A: out_o = 5'h08;
		5'h0B: out_o = 5'h12;
		5'h0C: out_o = 5'h1D;
		5'h0D: out_o = 5'h03;
		5'h0E: out_o = 5'h06;
		5'h0F: out_o = 5'h1C;
		5'h10: out_o = 5'h1E;
		5'h11: out_o = 5'h13;
		5'h12: out_o = 5'h07;
		5'h13: out_o = 5'h0E;
		5'h14: out_o = 5'h00;
		5'h15: out_o = 5'h0D;
		5'h16: out_o = 5'h11;
		5'h17: out_o = 5'h18;
		5'h18: out_o = 5'h10;
		5'h19: out_o = 5'h0C;
		5'h1A: out_o = 5'h01;
		5'h1B: out_o = 5'h19;
		5'h1C: out_o = 5'h16;
		5'h1D: out_o = 5'h0A;
		5'h1E: out_o = 5'h0F;
		5'h1F: out_o = 5'h17;
		default: out_o = 5'h00;
	endcase
end : ps_behav
endmodule : sbox
`timescale 1ns/1ps
import ascon_pack::*;
module xor_begin(
	input type_state state_i, 
	input logic[63:0] data_i,
	input logic[127:0] key_i,
	input logic bypass_i, mode_int_ext_i,
	output type_state state_o
);
always @*
case({bypass_i, mode_int_ext_i})
	2'b00: 	begin 	state_o[0] = state_i[0]^data_i; 
			state_o[1] = state_i[1];
			state_o[2] = state_i[2];
			state_o[3] = state_i[3];
			state_o[4] = state_i[4];
end
	2'b01: 	begin 	
			state_o[0] = state_i[0]^data_i; ;
			state_o[1] = state_i[1]^key_i[127:64];
			state_o[2] = state_i[2]^key_i[63:0]; 
			state_o[3] = state_i[3];
			state_o[4] = state_i[4];
end
	2'b10: 	state_o = state_i;
	2'b11: 	state_o = state_i;
	default: state_o = state_i;
endcase
endmodule : xor_begin
[flow/run.sh]
#!/bin/bash
# OpenROAD 26Q1-2900-gdf79404cd8, Yosys 0.63+post, stock flow scripts
make -C /OpenROAD-flow-scripts/flow DESIGN_CONFIG=/design/flow/config.mk WORK_HOME=/design/flow/orfs finish
==> ci_impl_report.md <==
### Yosys + OpenROAD results

| Metric | Value |
|---|---|
| CTS Hold Bufs | `0` |
| CP Data Required Time | `5.07 ns` |
| Peak VDD IR | `0.000420 V` |
| Peak Freq | `258 MHz` |
| Leakage | `19.6 nW` |
| Max-Cap Viols | `0` |
| Setup TNS | `0 ns` |
| Crit path to | `d.q_o[114]` |
| Mapped Area | `0.0342 mm²` |
| Final hold violations | `0` |
| Setup violators final | `0` |
| DR vias/cell | `4.96` |
| CP startpoint | `mode_int_ext_i` |
| Row Count | `123` |
| R2r setup slk | `1.27 ns` |
| Number of I/O pins | `842` |
| Gr usage total | `33.0%` |
| Routed wire length | `190 mm` |
| Routed WL per cell | `30.7 µm` |
| Status | `finished, final reports clean` |
| Final max-slew violation count | `0` |
| Tmin final | `3.87 ns` |
| Met2 Track Usage GR | `53.0%` |
| R2R cell count | `8` |
| CTS tree | `yes` |
| Htree depth | `2` |
| P&R area growth vs syn | `40.2%` |
| Critical-path maximum fanout | `31` |
| Clock root buffer | `clkbuf_16` |
| Vias in the first global route | `30400` |
| Max Root-Sink Buffers | `3` |
| Post-synthesis simple-gate area fraction | `8.68%` |
| Largest register FFs | `320` |
| Synth top cells by count | `xnor2_1, mux2i_1, dfrtp_1` |
| Largest regs | `d.q_o x320` |
| Cell count listed in synth_stat.txt | `3525` |
| CP Data Arrival Time | `4.34 ns` |
| First DRT Iteration DRCs | `1911` |
| Detailed-route via count | `30600` |
| YS warnings | `0` |
| Pin count of the biggest net entering global routing | `115` |
| Post-synth seq share | `23.4%` |
| Synth mux share | `19.6%` |
| GP Congestion | `1.03` |
| Worst-Skew Late Latency | `0.60 ns` |
| Fillcell total | `10900` |
| Largest reg by FF count | `d.q_o` |
| Count leader, synth | `xnor2_1` |
| Fin crit share | `84.1%` |
| Sinks on Clock Net | `320` |
| Top cells by area | `xnor2_1, dfrtp_1, mux2i_1` |
| Reg clk slew, reported paths | `0.06 ns` |
| Total gr overflow | `0` |
| Slew @ Worst Pin | `1.12 ns` |
| Hold Crit Class | `in -> async` |
| Slew HR | `25.3%` |
| Met1 Use GR | `43.5%` |
| Tool warning count | `95` |
| Starting Density | `30.3%` |
| CP Capture Type | `flip-flop` |
| Top cell area share | `23.4%` |
| Layout cells sized above 1 | `14.4%` |
| Total CTS buffers | `44` |
| Top logic family | `XOR/XNOR gates` |
| Number of enable flip-flop cells | `0` |
| Distinct cells, synth | `46` |
| Die footprint | `0.115 mm²` |
| Adder-Cell Fraction of Synth Area | `7.46%` |
| First-pass GRT wire length | `254 mm` |
| Synthesized flop and latch total | `320` |
| Ao+oa area frac | `4.03%` |
| Total core area | `0.113 mm²` |
| Worst r2r dst | `d.q_o[114]` |
| Startpoint Class | `primary input` |
| Die width | `340 µm` |
| Main synth FF type | `dfrtp_1` |
| DRC errors left | `0` |
| Yosys xor share | `33.1%` |
| RSZ-0062 raised after global routing | `no` |
| Post-CTS setup buffer count | `0` |
| First drt pass iteration count | `5` |
| Synth area leader | `xnor2_1` |
| Setup slack at placement | `0.211 ns` |
| Synth Instances | `3525` |
| Post-route ant nets | `0` |
| Initial antenna violation count | `9` |
| DIE HEIGHT | `340 µm` |
| Yosys synthesis chip area | `0.0342 mm²` |
| Met3 Usage GRT | `7.93%` |
| Worst Slack Setup Final | `0.730 ns` |
| Post-CTS resize count | `0` |
| Async set or reset register ratio after synthesis | `100%` |
| Clk_skew | `0.0242 ns` |
| Overall Power | `52.6 mW` |
| RR Startpoint | `d.q_o[50]` |
| Mapped Avg Cell Area | `9.71 µm²` |
| Type of the worst setup path | `in -> reg` |
| Pwr dens | `1100 mW/mm²` |
| Top Usage Layer GRT | `met2` |
| # port buffers | `841` |
| DP HPWL | `163 mm` |
-- layout by cell type (no fill, tap or decap), types with 18 or more instances in the layout --
master,instances
mux2_2,204
inv_1,144
xor2_1,318
buf_4,326
maj3_1,94
nand2_1,82
mux2i_1,432
o21ai_0,18
xnor2_1,913
nand3b_1,116
nand2b_1,57
clkdlybuf4s50_1,836
nor2_1,232
dfrtp_1,320
clkbuf_16,45
ha_1,128
a21oi_2,26
a21oi_1,193
-- power by group --
part / switching (mW) / total [mW] / internal (mW)
logic: 21.6 / 41.5 / 19.9
registers: 2.95 / 7.52 / 4.58
clock network: 1.49 / 3.57 / 2.09
total: 26.0 / 52.6 / 26.6
-- layout make-up --
| class | instances | area, µm² | area share (%) |
|---|---|---|---|
| Clock buffer | 63 | 1310 | 2.74 |
| Clock inverter | 13 | 126 | 0.263 |
| Timing Repair Buffer | 1181 | 11200 | 23.3 |
| Inverter | 144 | 541 | 1.13 |
| Multi-Input combinational cell | 2943 | 24900 | 52.0 |
| Antenna cell | 3 | 7.51 | 0.0156 |
| Sequential cell | 320 | 8010 | 16.7 |
| Tap cell | 1500 | 1880 | 3.91 |
-- worst max-delay path: stages --
cell and delay [ns]:
buf_4 0.37, buf_12 0.28, buf_4 0.20, nand3b_1 0.33, xnor2_1 0.50, xnor2_1 0.24
xor2_1 0.84, xor2_1 0.19, xnor2_1 0.18, mux2_2 0.26
-- metal layers --
metal	part of all wire (%)	up-vias
met3	7.3	248
met1	41	15100
met2	47	1187
met5	0.018	-
met4	4.3	6
li1	-	14000
-- cells by family after synthesis --
kind of cell | after synthesis
AND-OR/OR-AND | 247
XOR/XNOR | 1259
adder cells (fa/ha/maj) | 223
buffers and inverters | 262
flip-flops | 320
multiplexers | 640
AND/OR/NAND/NOR | 574
-- through the flow --
step           util, %  hold slack [ns]  instance area, µm²  std cells
6_report          42.5            0.202               48000       6167
5_1_grt           42.5            0.216               48000       6165
4_1_cts           42.5            0.198               48000       6164
3_5_place_dp      41.3            0.532               46500       6088
3_3_place_gp      41.3            0.518               46500       6088
2_1_floorplan        -            0.475               34200       3525
-- worst min path at each step --
stage | startpoint | to | slack (ns) | cells past startpoint
after CTS | resetb_i | d.q_o[123] | 0.20 | 1
after global routing | resetb_i | d.q_o[281] | 0.22 | 1
final | resetb_i | d.q_o[281] | 0.20 | 1
No activity file was given, so power comes from the tool's default toggle rates.
