**flow/config.mk**
```make
export PLATFORM = sky130hd
export DESIGN_NAME = permutation_step2bis
export DESIGN_NICKNAME = permutation_step2bis
export VERILOG_FILES = /design/flow/design.v
export SDC_FILE = /design/flow/constraint.sdc
export NUM_CORES = 4
export LEC_CHECK = 1
export CORE_AREA = 10 10 502 502
export DIE_AREA = 0 0 512 512
export SYNTH_HDL_FRONTEND = slang
export SYNTH_MEMORY_MAX_BITS = 65536
```
**flow/constraint.sdc**
```tcl
current_design permutation_step2bis

set clk_period 4.6
set clk_io_pct 0.2

create_clock -name clk0 -period $clk_period [get_ports {clock_i}]

set non_clock_inputs [all_inputs -no_clocks]
set_input_delay [expr $clk_period * $clk_io_pct] -clock clk0 $non_clock_inputs
set_output_delay [expr $clk_period * $clk_io_pct] -clock clk0 [all_outputs]
```
**flow/design.v**
```verilog
package ascon_pack;
	typedef logic[0:4][63:0] type_state;  
	localparam logic [7:0] round_constant [0:11] = {8'hF0, 8'hE1, 8'hD2, 8'hC3, 8'hB4, 8'hA5, 8'h96, 8'h87, 8'h78, 8'h69, 8'h5A, 8'h4B};
endpackage : ascon_pack
`timescale 1ns/1ps
import ascon_pack::*;
module dff (
input logic clock_i , resetb_i, enable_i ,
input type_state d_i,
output type_state q_o
);
always_ff @( posedge clock_i or negedge resetb_i )
begin :seq_0
if ( resetb_i == 0)
    q_o <= 0;
else if (enable_i == 1)
    q_o <= d_i ;
end : seq_0
endmodule : dff
`timescale 1ns/1ps
import ascon_pack::*;
module mux(
	input type_state mux_perm_in, mux_perm_out,
	input logic selection_i,
	output type_state mux_o
);
assign mux_o = (selection_i) ? mux_perm_out : mux_perm_in;
endmodule
`timescale 1ns/1ps
import ascon_pack::*;
module p(
    	input type_state pin_i, 
		input logic[3:0] roundp_i,
    	output type_state pout_o
);
type_state pcout, psout;
pc pc1(
	.pcin_i(pin_i),
	.round_i(roundp_i),
	.pcout_o(pcout)
);
ps ps1(
	.psin_i(pcout),
	.psout_o(psout)
);
pl pl1(
	.plin_i(psout),
	.plout_o(pout_o)
);
endmodule : p
`timescale 1ns/1ps
import ascon_pack::*;
module pc(
	input type_state pcin_i, 
	input logic[3:0] round_i,
	output type_state pcout_o
);
assign pcout_o[0] = pcin_i[0];
assign pcout_o[1] = pcin_i[1];
assign pcout_o[3] = pcin_i[3];
assign pcout_o[4] = pcin_i[4];
assign pcout_o[2][63:0] = pcin_i[2]^{56'b0,round_constant[round_i]};
endmodule : pc
`timescale 1ns/1ps
import ascon_pack::*;
module permutation_step2bis (
	input type_state permutation_i, 
	input logic[63:0] data_i,
	input logic[127:0] key_i,
	input logic selectionp_i, clock_i, resetb_i, enable_i, bypass_begin_i, bypass_end_i, mode_int_ext_i, mode_init_data_i,
	input logic[3:0] round_i,
	output type_state permutation_o
);
type_state mux_o, p_o, xorb_o, xore_o;
mux m(
	.mux_perm_in(permutation_i),
	.mux_perm_out(permutation_o),
	.selection_i(selectionp_i),
	.mux_o(mux_o)
);
xor_begin XOR_B (
	.state_i(mux_o),
	.data_i(data_i),
	.key_i(key_i),
	.bypass_i(bypass_begin_i),
	.mode_int_ext_i(mode_int_ext_i),
	.state_o(xorb_o)
);
p perm(
	.pin_i(xorb_o),
	.roundp_i(round_i),
	.pout_o(p_o)
);
xor_end XOR_E (
	.state_i(p_o),
	.key_i(key_i),
	.bypass_i(bypass_end_i),
	.mode_init_data_i(mode_init_data_i),
	.state_o(xore_o)
);
dff d(
	.clock_i(clock_i),
	.resetb_i(resetb_i),
	.enable_i(enable_i),
	.d_i(xore_o),
	.q_o(permutation_o)
);
endmodule
`timescale 1ns/1ps
import ascon_pack::*;
module pl(
    input type_state plin_i, 
    output type_state plout_o
);
type_state inter1, inter2;
rotation #(.N(19)) rot_mod0 (
    .rot_i(plin_i[0]),
    .rot_o(inter1[0])
);
rotation #(.N(28)) rot_mod0_2 (
    .rot_i(plin_i[0]),
    .rot_o(inter2[0])
);
rotation #(.N(61)) rot_mod1 (
    .rot_i(plin_i[1]),
    .rot_o(inter1[1])
);
rotation #(.N(39)) rot_mod1_2 (
    .rot_i(plin_i[1]),
    .rot_o(inter2[1])
);
rotation #(.N(1)) rot_mod2 (
    .rot_i(plin_i[2]),
    .rot_o(inter1[2])
);
rotation #(.N(6)) rot_mod2_2 (
    .rot_i(plin_i[2]),
    .rot_o(inter2[2])
);
rotation #(.N(10)) rot_mod3 (
    .rot_i(plin_i[3]),
    .rot_o(inter1[3])
);
rotation #(.N(17)) rot_mod3_2 (
    .rot_i(plin_i[3]),
    .rot_o(inter2[3])
);
rotation #(.N(7)) rot_mod4(
    .rot_i(plin_i[4]),
    .rot_o(inter1[4])
);
rotation #(.N(41)) rot_mod4_2 (
    .rot_i(plin_i[4]),
    .rot_o(inter2[4])
);
genvar i;
generate
	for (i = 0; i < 5 ; i++) begin : label1
	    assign plout_o[i] = plin_i[i] ^ inter1[i] ^ inter2[i];
end
endgenerate
endmodule : pl
`timescale 1ns/1ps
import ascon_pack::*;
module ps(
	input type_state psin_i, 
	output type_state psout_o
);
genvar i;
generate
	for (i=0 ; i < 64 ; i++)
		begin: label1
			sbox s(
			.in_i({psin_i[0][i],psin_i[1][i],psin_i[2][i],psin_i[3][i],psin_i[4][i]}),
			.out_o({psout_o[0][i],psout_o[1][i],psout_o[2][i],psout_o[3][i],psout_o[4][i]})
			);
		end
endgenerate
endmodule : ps
`timescale 1ns/1ps
module rotation #(parameter N = 1) (
	input logic[63:0] rot_i, 
	output logic[63:0] rot_o
);
always @(rot_i)
	begin
		rot_o = {rot_i[N-1:0], rot_i[63:N]};
	end
endmodule : rotation
`timescale 1ns/1ps
import ascon_pack::*;
module sbox (
  input logic [4:0] in_i,
  output logic [4:0] out_o
);
always @(in_i)
begin : ps_behav
	case(in_i)
		5'h00: out_o = 5'h04; 
		5'h01: out_o = 5'h0B;
		5'h02: out_o = 5'h1F;
		5'h03: out_o = 5'h14;
		5'h04: out_o = 5'h1A;
		5'h05: out_o = 5'h15;
		5'h06: out_o = 5'h09;
		5'h07: out_o = 5'h02;
		5'h08: out_o = 5'h1B;
		5'h09: out_o = 5'h05;
		5'h0A: out_o = 5'h08;
		5'h0B: out_o = 5'h12;
		5'h0C: out_o = 5'h1D;
		5'h0D: out_o = 5'h03;
		5'h0E: out_o = 5'h06;
		5'h0F: out_o = 5'h1C;
		5'h10: out_o = 5'h1E;
		5'h11: out_o = 5'h13;
		5'h12: out_o = 5'h07;
		5'h13: out_o = 5'h0E;
		5'h14: out_o = 5'h00;
		5'h15: out_o = 5'h0D;
		5'h16: out_o = 5'h11;
		5'h17: out_o = 5'h18;
		5'h18: out_o = 5'h10;
		5'h19: out_o = 5'h0C;
		5'h1A: out_o = 5'h01;
		5'h1B: out_o = 5'h19;
		5'h1C: out_o = 5'h16;
		5'h1D: out_o = 5'h0A;
		5'h1E: out_o = 5'h0F;
		5'h1F: out_o = 5'h17;
		default: out_o = 5'h00;
	endcase
end : ps_behav
endmodule : sbox
`timescale 1ns/1ps
import ascon_pack::*;
module xor_begin(
	input type_state state_i, 
	input logic[63:0] data_i,
	input logic[127:0] key_i,
	input logic bypass_i, mode_int_ext_i,
	output type_state state_o
);
always @*
case({bypass_i, mode_int_ext_i})
	2'b00: 	begin 	state_o[0] = state_i[0]^data_i; 
			state_o[1] = state_i[1];
			state_o[2] = state_i[2];
			state_o[3] = state_i[3];
			state_o[4] = state_i[4];
end
	2'b01: 	begin 	
			state_o[0] = state_i[0]^data_i; ;
			state_o[1] = state_i[1]^key_i[127:64];
			state_o[2] = state_i[2]^key_i[63:0]; 
			state_o[3] = state_i[3];
			state_o[4] = state_i[4];
end
	2'b10: 	state_o = state_i;
	2'b11: 	state_o = state_i;
	default: state_o = state_i;
endcase
endmodule : xor_begin
`timescale 1ns/1ps
import ascon_pack::*;
module xor_end(
	input type_state state_i, 
	input logic[127:0] key_i,
	input logic bypass_i, mode_init_data_i,
	output type_state state_o
);
always @*
case({bypass_i, mode_init_data_i})
	2'b00: 	begin 
		state_o[0] = state_i[0];
		state_o[1] = state_i[1];
		state_o[2] = state_i[2];
		state_o[3] = state_i[3]^key_i[127:64]; 
		state_o[4] = state_i[4]^key_i[63:0]; 
end
	2'b01: 	begin 
		state_o[0] = state_i[0];
		state_o[1] = state_i[1];
		state_o[2] = state_i[2];
		state_o[3] = state_i[3];						
		state_o[4] = state_i[4]^{63'b0,1'b1};
end
	2'b10: 	state_o = state_i;
	2'b11: 	state_o = state_i;
	default: state_o = state_i;
endcase
endmodule : xor_end
```
**flow/run.sh**
```bash
#!/bin/bash
# OpenROAD 26Q1-2900-gdf79404cd8, Yosys 0.63+post, stock flow scripts
make -C /OpenROAD-flow-scripts/flow DESIGN_CONFIG=/design/flow/config.mk WORK_HOME=/design/flow/orfs finish
```
==> flow_summary.toml <==
# flow metrics
[power_and_ir_drop]
power_density_mw_per_mm2 = 1144
clkPwrFrac = 0.065
finalPower_mw = 61.93
combPwrFrac = 0.811
seq_power_share = 0.124
cellLeakagePower_nw = 21.27
p_int_mw = 30.11
swShare = 0.5139
peakVddDrop_uv = 513.6
netSwitchingPower_mw = 31.83

[clock_tree]
root_buffer = "clkbuf_16"
cts_tree = "yes"
cts_buffer_depth = 3
clk_pin_slew_ns = 0.07
postCtsSetupRepairBufs = 0
ctsHoldBuffers = 0
cts_max_level = 2
clk_latency_ns = 0.70
cts_sinks = 320
post_cts_resize_count = 0
numCtsBuffers = 48

[grt]
grt_first_pass_wirelength_um = 359900
track_usage = 0.2119
grt_pass1_vias = 34520
grt_max_degree = 116
grt_overflow = 0
antenna_found_initial = 94

[route]
dr.pass1.iters = 6
drc = 0
wl_per_cell_um = 33.82
drt_iter0_markers = 2588
ant_nets = 0
routed_via_density = 4.092
drt-total-wl_um = 283800
vias = 34340

[critical_path]
startpoint_type = "input pin"
crit_fanout = 37
endpoint_kind = "flop"
crit_type = "in -> reg"
arrival_ns = 4.76
required_ns = 5.22
rr_worst_depth = 8

[timing]
final.setup.tns_ns = 0
rsz0062_at_grt = "no"
setup_viol = 0
setup_ws_ns = 0.4531
hold_viol = 0
worstMarginPinSlew_ns = 1.324
period_minus_slack_ns = 4.147
fmax_ghz = 0.2411
layout_worst_path_cycle_share = 0.9015
finClkSkew_ns = 0.03653
slew-limit-headroom = 0.1175
slew_violations = 0
worst_hold_slack_ns = 0.2210

[yosys]
ys_seq_frac = 0.2224
syn_area_per_cell_um2 = 9.405
ys_area_mm2 = 0.03600
edf_count = 0
synthCells = 3828
async_reset_ff_frac = 1.000
ys_cells = 3828
numSynthFlops = 320
netlist.area_leader.share = 0.2331
syn_area_mm2 = 0.03600
ys_types = 45
most_common_cell = "xnor2_1"
yosys_warnings = 0
area_leaders = "xnor2_1 23%, dfrtp_1 22%, mux2i_1 12%"
yosysTopAreaCell = "xnor2_1"
top_cells_by_count = "958 x xnor2_1, 420 x mux2i_1, 397 x xor2_1"
flop_cell = "dfrtp_1"

[floorplan]
dieArea_mm2 = 0.2621
core-area_mm2 = 0.2408
io_pins = 844
die_w_um = 512
die_y_um = 512
fp-row-count = 180
core_util_floorplan = 0.1495

[layout]
largest_register = "d.q_o"
largest_register_ff_count = 320
syn2layout_area_growth_pct = 50.35
largestRegisters = "d.q_o (320)"
final-instance-count-excl-fill = 8393
nFillCells = 25830
drive_gt1_frac = 0.1767

[placed_design]
io_buffers = 843
pre_cts_slack_ns = -0.07460
dpl.hpwl_um = 249300
routabilityCongestion = 1.026
dp_cells = 8261

[job]
log.warning_count = 89
maxCapViolations = 0

[outcome]
status = "finished, final reports clean"

[min_path]
hold_class = "in -> async"
==> critical path: stages <==
cell and delay, ns:
buf_8 0.25, buf_12 0.32, mux2i_1 0.76, xnor2_1 0.32
maj3_1 0.23, mux2i_1 0.08, xnor2_1 0.73, xnor2_1 0.25
xnor2_1 0.56, mux2_2 0.27
==> cells by family after synthesis <==
group,share of synthesized area
mux,0.1807
buf+inv,0.03844
xor+xnor,0.3503
simple gates,0.09366
flops,0.2224
fa+ha+maj,0.07146
compound gates,0.04299
==> through the flow <==
step	util	instance area, um^2
global route	0.2246	54080
finish	0.2248	54130
detailed placement	0.2176	52390
floorplan	-	36000
CTS	0.2244	54020
global placement	0.2175	52360
==> power groups by stage <==
| stage | combinational [mW] | sequential (mW) | clock, mW |
|---|---|---|---|
| after CTS | 49.8 | 7.67 | 4.13 |
| after global routing | 52.7 | 7.73 | 4.22 |
| final | 50.2 | 7.67 | 4.05 |
==> worst paths after layout <==
path / startpoint / end / slack (ns)
min reg2reg: d.q_o[149] / d.q_o[149] / 0.54
min in group clk0: d.q_o[149] / d.q_o[149] / 0.54
max reg2reg: d.q_o[238] / d.q_o[199] / 0.84
max in group asynchronous: resetb_i / d.q_o[300] / 3.21
min: resetb_i / d.q_o[118] / 0.22
max: selectionp_i / d.q_o[199] / 0.45
==> per-layer routing <==
layer  global-route usage  wire, um  vias to the layer above
met1               0.2593    113300                    16820
met3              0.08993     29550                      504
met5                    0       369                        -
met4               0.1100     18540                       56
li1                     -         -                    15300
met2               0.3169    122000                     1659
==> cell type report <==
type | count | area, um^2 | share of cell area
clock inverters | 29 | 279.0 | 0.005155
well taps | 3185 | 3985 | 0.07362
diodes | 42 | 105.1 | 0.001942
clock buffers | 61 | 1350 | 0.02494
flip-flops and latches | 320 | 8008 | 0.1479
inverters | 151 | 566.8 | 0.01047
repair buffers | 1382 | 13120 | 0.2423
multi-input cells | 3223 | 26720 | 0.4936
==> placed cells by master (no fill, tap or decap), types with 6 or more instances in the layout <==
cell               n
mux2i_1          419
nor2_1           258
maj3_1           102
and3_1            15
nand2b_1          55
o21ai_0           10
xnor2_1          950
nor3_1            20
nand2_1          204
nand3_1            6
ha_1             124
clkdlybuf4s50_1  838
inv_1            151
mux2i_2           12
clkinv_2          14
nor2b_1           11
xnor3_1            6
a21oi_2           38
buf_12            49
xor2_1           394
o21ai_1            8
clkbuf_8          10
nand3b_1         113
xnor2_2           34
and3b_1            6
a21oi_1          213
xor2_2            10
dfrtp_1          320
diode_2           42
clkbuf_16         48
buf_4            491
or4_1              7
mux2_2           183
Power figures rest on the tool's default switching activity, not on a simulated workload.
