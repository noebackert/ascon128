--- run.sh ---
#!/bin/bash
# OpenROAD 26Q1-2900-gdf79404cd8, Yosys 0.63+post, stock flow scripts
make -C /OpenROAD-flow-scripts/flow DESIGN_CONFIG=/design/flow/config.mk WORK_HOME=/design/flow/orfs finish
--- config.mk ---
export PLATFORM = sky130hd
export DESIGN_NAME = permutation_step3
export DESIGN_NICKNAME = permutation_step3
export VERILOG_FILES = /design/flow/design.v
export SDC_FILE = /design/flow/constraint.sdc
export NUM_CORES = 4
export LEC_CHECK = 1
export CORE_AREA = 10 10 438 438
export DIE_AREA = 0 0 448 448
export SYNTH_HDL_FRONTEND = slang
export SYNTH_MEMORY_MAX_BITS = 65536
--- constraint.sdc ---
current_design permutation_step3

set clk_period 2.8
set clk_io_pct 0.2

create_clock -name clk0 -period $clk_period [get_ports {clock_i}]

set non_clock_inputs [all_inputs -no_clocks]
set_input_delay [expr $clk_period * $clk_io_pct] -clock clk0 $non_clock_inputs
set_output_delay [expr $clk_period * $clk_io_pct] -clock clk0 [all_outputs]
--- design.v ---
package ascon_pack;
	typedef logic[0:4][63:0] type_state;  
	localparam logic [7:0] round_constant [0:11] = {8'hF0, 8'hE1, 8'hD2, 8'hC3, 8'hB4, 8'hA5, 8'h96, 8'h87, 8'h78, 8'h69, 8'h5A, 8'h4B};
endpackage : ascon_pack
`timescale 1ns/1ps
import ascon_pack::*;
module dff (
input logic clock_i , resetb_i, enable_i ,
input type_state d_i,
output type_state q_o
);
always_ff @( posedge clock_i or negedge resetb_i )
begin :seq_0
if ( resetb_i == 0)
    q_o <= 0;
else if (enable_i == 1)
    q_o <= d_i ;
end : seq_0
endmodule : dff
`timescale 1ns/1ps
import ascon_pack::*;
module mux(
	input type_state mux_perm_in, mux_perm_out,
	input logic selection_i,
	output type_state mux_o
);
assign mux_o = (selection_i) ? mux_perm_out : mux_perm_in;
endmodule
`timescale 1ns/1ps
import ascon_pack::*;
module p(
    	input type_state pin_i, 
		input logic[3:0] roundp_i,
    	output type_state pout_o
);
type_state pcout, psout;
pc pc1(
	.pcin_i(pin_i),
	.round_i(roundp_i),
	.pcout_o(pcout)
);
ps ps1(
	.psin_i(pcout),
	.psout_o(psout)
);
pl pl1(
	.plin_i(psout),
	.plout_o(pout_o)
);
endmodule : p
`timescale 1ns/1ps
import ascon_pack::*;
module pc(
	input type_state pcin_i, 
	input logic[3:0] round_i,
	output type_state pcout_o
);
assign pcout_o[0] = pcin_i[0];
assign pcout_o[1] = pcin_i[1];
assign pcout_o[3] = pcin_i[3];
assign pcout_o[4] = pcin_i[4];
assign pcout_o[2][63:0] = pcin_i[2]^{56'b0,round_constant[round_i]};
endmodule : pc
`timescale 1ns/1ps
import ascon_pack::*;
module permutation_step3 (
	input type_state permutation_i, 
	input logic[63:0] data_i,
	input logic[127:0] key_i,
	input logic selectionp_i, clock_i, resetb_i, enable_i, bypass_i, mode_int_ext_i,
	input logic[3:0] round_i,
	output type_state permutation_o,
	output logic[63:0] C_o
);
type_state mux_o, p_o, xor_o;
mux m(
	.mux_perm_in(permutation_i),
	.mux_perm_out(permutation_o),
	.selection_i(selectionp_i),
	.mux_o(mux_o)
);
xor_begin XOR (
	.state_i(mux_o),
	.data_i(data_i),
	.key_i(key_i),
	.bypass_i(bypass_i),
	.mode_int_ext_i(mode_int_ext_i),
	.state_o(xor_o)
);
assign C_o = xor_o[0];
p perm(
	.pin_i(xor_o),
	.roundp_i(round_i),
	.pout_o(p_o)
);
dff d(
	.clock_i(clock_i),
	.resetb_i(resetb_i),
	.enable_i(enable_i),
	.d_i(p_o),
	.q_o(permutation_o)
);
endmodule
`timescale 1ns/1ps
import ascon_pack::*;
module pl(
    input type_state plin_i, 
    output type_state plout_o
);
type_state inter1, inter2;
rotation #(.N(19)) rot_mod0 (
    .rot_i(plin_i[0]),
    .rot_o(inter1[0])
);
rotation #(.N(28)) rot_mod0_2 (
    .rot_i(plin_i[0]),
    .rot_o(inter2[0])
);
rotation #(.N(61)) rot_mod1 (
    .rot_i(plin_i[1]),
    .rot_o(inter1[1])
);
rotation #(.N(39)) rot_mod1_2 (
    .rot_i(plin_i[1]),
    .rot_o(inter2[1])
);
rotation #(.N(1)) rot_mod2 (
    .rot_i(plin_i[2]),
    .rot_o(inter1[2])
);
rotation #(.N(6)) rot_mod2_2 (
    .rot_i(plin_i[2]),
    .rot_o(inter2[2])
);
rotation #(.N(10)) rot_mod3 (
    .rot_i(plin_i[3]),
    .rot_o(inter1[3])
);
rotation #(.N(17)) rot_mod3_2 (
    .rot_i(plin_i[3]),
    .rot_o(inter2[3])
);
rotation #(.N(7)) rot_mod4(
    .rot_i(plin_i[4]),
    .rot_o(inter1[4])
);
rotation #(.N(41)) rot_mod4_2 (
    .rot_i(plin_i[4]),
    .rot_o(inter2[4])
);
genvar i;
generate
	for (i = 0; i < 5 ; i++) begin : label1
	    assign plout_o[i] = plin_i[i] ^ inter1[i] ^ inter2[i];
end
endgenerate
endmodule : pl
`timescale 1ns/1ps
import ascon_pack::*;
module ps(
	input type_state psin_i, 
	output type_state psout_o
);
genvar i;
generate
	for (i=0 ; i < 64 ; i++)
		begin: label1
			sbox s(
			.in_i({psin_i[0][i],psin_i[1][i],psin_i[2][i],psin_i[3][i],psin_i[4][i]}),
			.out_o({psout_o[0][i],psout_o[1][i],psout_o[2][i],psout_o[3][i],psout_o[4][i]})
			);
		end
endgenerate
endmodule : ps
`timescale 1ns/1ps
module rotation #(parameter N = 1) (
	input logic[63:0] rot_i, 
	output logic[63:0] rot_o
);
always @(rot_i)
	begin
		rot_o = {rot_i[N-1:0], rot_i[63:N]};
	end
endmodule : rotation
`timescale 1ns/1ps
import ascon_pack::*;
module sbox (
  input logic [4:0] in_i,
  output logic [4:0] out_o
);
always @(in_i)
begin : ps_behav
	case(in_i)
		5'h00: out_o = 5'h04; 
		5'h01: out_o = 5'h0B;
		5'h02: out_o = 5'h1F;
		5'h03: out_o = 5'h14;
		5'h04: out_o = 5'h1A;
		5'h05: out_o = 5'h15;
		5'h06: out_o = 5'h09;
		5'h07: out_o = 5'h02;
		5'h08: out_o = 5'h1B;
		5'h09: out_o = 5'h05;
		5'h0A: out_o = 5'h08;
		5'h0B: out_o = 5'h12;
		5'h0C: out_o = 5'h1D;
		5'h0D: out_o = 5'h03;
		5'h0E: out_o = 5'h06;
		5'h0F: out_o = 5'h1C;
		5'h10: out_o = 5'h1E;
		5'h11: out_o = 5'h13;
		5'h12: out_o = 5'h07;
		5'h13: out_o = 5'h0E;
		5'h14: out_o = 5'h00;
		5'h15: out_o = 5'h0D;
		5'h16: out_o = 5'h11;
		5'h17: out_o = 5'h18;
		5'h18: out_o = 5'h10;
		5'h19: out_o = 5'h0C;
		5'h1A: out_o = 5'h01;
		5'h1B: out_o = 5'h19;
		5'h1C: out_o = 5'h16;
		5'h1D: out_o = 5'h0A;
		5'h1E: out_o = 5'h0F;
		5'h1F: out_o = 5'h17;
		default: out_o = 5'h00;
	endcase
end : ps_behav
endmodule : sbox
`timescale 1ns/1ps
import ascon_pack::*;
module xor_begin(
	input type_state state_i, 
	input logic[63:0] data_i,
	input logic[127:0] key_i,
	input logic bypass_i, mode_int_ext_i,
	output type_state state_o
);
always @*
case({bypass_i, mode_int_ext_i})
	2'b00: 	begin 	state_o[0] = state_i[0]^data_i; 
			state_o[1] = state_i[1];
			state_o[2] = state_i[2];
			state_o[3] = state_i[3];
			state_o[4] = state_i[4];
end
	2'b01: 	begin 	
			state_o[0] = state_i[0]^data_i; ;
			state_o[1] = state_i[1]^key_i[127:64];
			state_o[2] = state_i[2]^key_i[63:0]; 
			state_o[3] = state_i[3];
			state_o[4] = state_i[4];
end
	2'b10: 	state_o = state_i;
	2'b11: 	state_o = state_i;
	default: state_o = state_i;
endcase
endmodule : xor_begin
==> run notes <==
run metrics: Internal=0.0669 W, Worst setup startpoint=selectionp_i, Routed wire per std cell=30.9 um, initial DRC count=2047, worst-path maximum fanout=6, EDFF count, synth=0, initial antenna violation count=54, gr usage total=0.259, Area growth syn-to-layout=87.7%, YS warnings=0, ys cells=3574, Startpoint Class=primary input, first-pass GRT wire length=340 mm, ys async rst share=1.00, Syn Inst Count=3574, root buf cell=clkbuf_16, Post-DRT Antenna Nets=0, FP Util=0.193, depth of the worst register-to-register path=10, dominant logic cell type in the layout=buf_4, Rows=157, period utilization=1.00, syn avg cell area=9.87 sq um, Yosys chip area=35300 sq um, Seq pwr share=0.090, Vias/cell=4.27, total power=0.126 W, Chip Width=448 um, port bufs=905, CORE AREA=183000 sq um, Leak Pwr=28.1 nW, Tool Warnings=92, hpwl dp=233 mm, Placed Instances=8309, PD cells=1900 nW/um^2, #FFs+latches synth=320, max reg flops=320, Worst Skew=60.7 ps, DRC violations left=0, Synth Seq Share=0.227, Top reg by flops=d.q_o, Unique masters post-synth=50, post-synth design cell area=35300 sq um, biggest regs=d.q_o: 320 flops, die area=201000 sq um, switch share=0.470, share of cells above drive strength 1=0.429, H-tree depth=2, RR Endpoint=d.q_o[226]$_DFFE_PN0P_, Slew headroom=0.463, flop2flop setup slack=60 ps, largest net degree at the start of global routing=61, number of global-route vias before repair=37219, DRT Pass-1 Iters=5, reg2reg start=d.q_o[137]$_DFFE_PN0P_, Worst-Margin Slew=805 ps, CP Capture Type=flip-flop, Fmax=357 MHz, Arr. time, crit path=3300 ps, crit path capture=d.q_o[284]$_DFFE_PN0P_, CTS tree=yes, Reg clk slew, reported paths=60 ps, total grt overflow=0, Top-area cell share=0.237, crit path time final=2800 ps, clk ins delay skew pair=680 ps, max-cap violation count=0, area leader, netlist=xnor2_1, I/O pin count=906, clk buf depth=3, RSZ-0062 raised after global routing=yes, fin cells=8539, clock sinks=320, required time of the critical path=3300 ps, VDD IR max=0.889 mV, Hold WC Path Type=primary input to async pin, WS Path Type=primary input to flip-flop, Setup Viol. Count Final=0, Synth area leaders=xnor2_1, dfrtp_1, mux2i_1, mux2_2, xor2_1, prevailing post-synth register cell=dfrtp_1, chip height=448 um, Logic pwr share=0.857, routed vias=36504, Max Slew Vio Count=0, Final GP Congestion=1.01, CTS buffer count=49, clock power share=0.053, sw power=0.0592 W, most frequent cells in the layout=buf_4, clkdlybuf4s50_1, xnor2_1, drt total wl=264 mm, Final Hold Vio Count=0, status=finished clean
timing repair:
item	4_1_cts	5_1_grt
pin swaps	28	45
endpoints found under the setup margin	118	111
hold endpoints to repair	23	0
cloned	2	1
setup buffers	83	42
hold buffers	1	0
gates resized	224	164
cells by family after synthesis:
group           count (synthesis)  synth area share
compound gates                262            0.0430
xor+xnor                     1268             0.336
fa+ha+maj                     226            0.0745
buf+inv                       295            0.0409
flops                         320             0.227
mux                           632             0.195
simple gates                  571            0.0830
cells in the mapped netlist, types with 3 or more instances:
master     instances
nor3_1            21
buf_4              7
xnor2_1          956
buf_6             20
maj3_1            61
a21oi_1          191
mux2i_2           42
o21ai_0            8
o21ai_1           11
maj3_2            37
xnor2_2           74
nor3b_1            4
a2111oi_2          3
xor2_1           221
buf_8              8
or4_1              3
dfrtp_1          320
o21ai_2            3
a21oi_2           40
xor3_1             4
mux2i_4           12
ha_1             128
nand3b_1         112
buf_2             17
xnor3_1            7
mux2i_1          374
inv_1            177
xor2_2             6
nor2_1           293
mux2_2           204
nand2_1           34
buf_12             3
clkbuf_1          62
and3_1            12
nor2b_1           63
nand3_1            9
and3b_1            7
cell type report:
cell class | instances | area [sq um]
fill | 18124 | 116000
multi-input combinational | 2959 | 28900
timing repair buffer | 2582 | 23900
sequential | 320 | 8040
tap | 2385 | 2980
clock buffer | 65 | 1400
inverter | 178 | 673
clock inverter | 25 | 231
antenna | 25 | 62.6
worst min path at each step:
stage	depth (start not counted)	to
4_1_cts	2	d.q_o[237]$_DFFE_PN0P_
5_1_grt	2	d.q_o[237]$_DFFE_PN0P_
6_report	2	d.q_o[237]$_DFFE_PN0P_
metal layers:
layer / part of all wire / vias up / GRT usage
li1: - / 16957 / -
met1: 0.38 / 17899 / 0.305
met2: 0.48 / 1155 / 0.434
met3: 0.068 / 455 / 0.0650
met4: 0.070 / 38 / 0.139
met5: 0.00092 / - / 0
power by group through the flow:
stage	Combinational, W	Sequential, W	Clock (W)
final	0.108	0.0114	0.00664
after global routing	0.113	0.0115	0.00693
after CTS	0.106	0.0113	0.00679
through the flow:
stage	setup TNS, ps	utilization	cell area (sq um)	hold WS [ps]	setup WS [ps]
finish	0	0.362	66200	433	0.0233
global route	-97.7	0.362	66200	431	-28.2
CTS	-481	0.355	64900	397	-137
detailed placement	-187610	0.337	61600	491	-1020
global placement	-187480	0.337	61600	494	-1030
floorplan	-15810	-	36900	264	-448
critical path, cell delays in order:
cell and delay [ps]:
buf_16 140, buf_16 180, buf_6 120, buf_6 120, mux2i_1 110, buf_4 160, xnor2_4 140, buf_4 160
xnor2_2 140, xnor2_1 200, a21oi_2 70, buf_4 170, buf_4 150, buf_4 120, xnor2_1 140, xnor2_2 410
mux2i_1 140
No activity file was given, so power comes from the tool's default toggle rates.
